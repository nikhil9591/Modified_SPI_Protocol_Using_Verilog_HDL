File: run.sh
#!/bin/bash
# OpenROAD 26Q1-2900-gdf79404cd8, Yosys 0.63+post, stock flow scripts
make -C /OpenROAD-flow-scripts/flow DESIGN_CONFIG=/design/flow/config.mk WORK_HOME=/design/flow/orfs finish
File: config.mk
export PLATFORM = sky130hd
export DESIGN_NAME = spi_master
export DESIGN_NICKNAME = spi_master
export VERILOG_FILES = /design/flow/design.v
export SDC_FILE = /design/flow/constraint.sdc
export NUM_CORES = 4
export LEC_CHECK = 1
export CORE_UTILIZATION = 30
File: constraint.sdc
current_design spi_master

set clk_period 1.7
set clk_io_pct 0.2

create_clock -name clk0 -period $clk_period [get_ports {clk}]

set non_clock_inputs [all_inputs -no_clocks]
set_input_delay [expr $clk_period * $clk_io_pct] -clock clk0 $non_clock_inputs
set_output_delay [expr $clk_period * $clk_io_pct] -clock clk0 [all_outputs]
File: design.v
 module spi_master(rstb,clk,mlb,start,tdat,cdiv,din, ss,sck,dout,done,rdata);
    input rstb,clk,mlb,start;
    input [7:0] tdat;   
    input [1:0] cdiv;   
	input din;
	output reg ss; 
	output reg sck; 
	output reg dout; 
    output reg done;
	output reg [7:0] rdata;  
parameter idle=2'b00;		
parameter send=2'b10; 
parameter finish=2'b11; 
reg [1:0] cur,nxt;
	reg [7:0] treg,rreg;
	reg [3:0] nbit;
	reg [4:0] mid,cnt;
	reg shift,clr;
always @(start or cur or nbit or cdiv or rreg) begin
		 nxt=cur;
		 clr=0;  
		 shift=0; 
		 case(cur)
			idle:begin
				if(start==1)
		               begin 
							 case (cdiv)
								2'b00: mid=2;
								2'b01: mid=4;
								2'b10: mid=8;
								2'b11: mid=16;
 							 endcase
						shift=1;
						done=1'b0;
						nxt=send;	 
						end
		        end  
			send:begin
				ss=0;
				if(nbit!=8)
					begin shift=1; end
				else begin
						rdata=rreg;done=1'b1;
						nxt=finish;
					end
				end 
			finish:begin
					shift=0;
					ss=1;
					clr=1;
					nxt=idle;
				 end
			default: nxt=finish;
      endcase
    end 
always@(negedge clk or negedge rstb) begin
 if(rstb==0) 
   cur<=finish;
 else 
   cur<=nxt;
 end
always@(negedge clk or posedge clr) begin
  if(clr==1) 
		begin cnt=0; sck=1; end
  else begin
	if(shift==1) begin
		cnt=cnt+1; 
	  if(cnt==mid) begin
	  	sck=~sck;
		cnt=0;
		end  
	end  
 end  
end  
always@(posedge sck or posedge clr ) begin  
 if(clr==1)  begin
			nbit=0;  rreg=8'hFF;  end
    else begin 
		  if(mlb==0)  
			begin  rreg={din,rreg[7:1]};  end 
		  else   
			begin  rreg={rreg[6:0],din};  end
		  nbit=nbit+1;
 end  
end  
always@(negedge sck or posedge clr) begin
 if(clr==1) begin
	  treg=8'hFF;  dout=1;  
  end  
 else begin
		if(nbit==0) begin  
			treg=tdat; dout=mlb?treg[7]:treg[0];
		end  
		else begin
			if(mlb==0)  
				begin treg={1'b1,treg[7:1]}; dout=treg[0]; end
			else 
				begin treg={treg[6:0],1'b1}; dout=treg[7]; end
		end
 end  
end  
endmodule
==> run notes <==
Physical implementation.

- The flow ran to the end, but the final reports show violations.
- The final reports fail on setup timing.
- Once the floorplan was initialized, standard cells occupied approximately a third of the core.
- The maximum fanout count along the critical path is 2.
- The area overhead of the layout relative to synthesis is 28.2%.
- The Yosys chip area is 1640 sq um.
- The pin count of the biggest net entering global routing is 28.
- For this block, the via count after detailed routing is between 900 and 1000.
- In this run, synthesis inferred 0 flip-flops with an integrated enable.
- The startpoint class of the critical path is a register.
- The worst clock skew on the final layout is about 0.042 ns.
- The total global routing track utilization is a little under a tenth.
- Setup repair after global routing could not meet its margin everywhere.
- The via count of the first global-routing pass is between 900 and 1000.
- For reference, the placement row count at floorplan is 26.
- The clock insertion delay at the later pin of the skew report is around 0.29 ns.
- The cell type that accounts for the most area after synthesis is dfstp_2.
- Looking at the clock tree report, the H-tree level count equals 1.
- The cell count of the worst reg-to-reg path is 6.
- The cell family contributing the most delay on the critical path is flip-flops.
- Hold is met by 0.281 ns.
- The number of nets still failing antenna checks after routing is 0.
- The worst path required time is 1.36 ns.
- Before CTS, the worst setup slack after placement is -0.850 ns.
- The post-synth register bit count is 44.
- The average instance area after synthesis is 12.2 sq um.
- Using the TritonRoute via totals, the vias-per-cell ratio works out to 4.03.
- For this design the top-level I/O count stands at 27.
- The main flop type is dfstp_2.
- The DRC marker count from the first detailed-route iteration is 27.
- The power report puts the leakage power at 0.885 nW.
- The flow reported a cell area power density of 875 nW/um^2.
- For the completed layout, the total cell area is recorded as about 2100 sq um.
- The maximum VDD drop is roughly 480 uV.
- The met2 track demand over resource in global routing is ~15%.
- The worst hold-check path type is reg -> async.
- The final hold violation count is 0.
- The arrival time of data at the worst endpoint is listed as approximately 1.8 ns.
- The detailed-route wire length is 2320 um.
- The cell sequence reported for the critical path is buf_2.
- TritonCTS built the clock tree.
- The final max-slew violation count is 0.
- The post-route core utilization is 40.5%.
- Warnings raised by the tools during the run amount to 31.
- The tally of non-filler cells in the final layout is roughly 240.
- The actual slew at the worst max-slew pin is 0.779 ns.
- Per the detail_route report, DRC violations left total 0.
- After synthesis, the design contains approximately 130 cells according to Yosys.
- The count of endpoints without a timing constraint is 46.
- The tree is rooted in a clkbuf_8.
- The category of the worst setup path capture point is a primary output.
- The final report lists the setup-violating endpoint count as 6.
- Setup total negative slack on the finished layout was measured at -0.856 ns.
- The met3 routing resource usage after global routing is 0.804%.
- Of the post-synthesis cell area, the dominant cell type holds between 30% and 40%.
- The most used standard cell by instance count after synthesis is dfstp_2.
- The post-synthesis instance area is between 1500 and 2000 sq um.
- The placement summary gives the final routability congestion estimate as 0.826.
- The final routed wire length divided by cell count is a little under 10 um.
- The final timing report gives a worst setup slack of -0.405 ns.
- The proportion of synthesized flip-flops having asynchronous set or reset is between 60 and 70%.
- The total CTS buffers is 3.
- The clock tree buffer depth is 2.
- Per the placement report, the placed cell count is 232.
- The gate-level netlist out of Yosys references 29 unique cell types.
- The iteration tally of the first detailed-router pass is 2.
- The timer found 35 register pins that no clock reaches; their paths are not timed.
- The cell count after synthesis came out at about 130.
- The count of buffers from port buffering is 26.
- The full die area is between 5000 and 6000 sq um.
- The core region area is 5170 sq um.
- The timing report gives the clock slew at the launch and capture registers of the worst setup and hold paths as around 0.030 ns.
- Setup slack on the worst reg-to-reg path comes out at 0.12 ns.
- The type of the worst setup path is reg -> out.
- The first global-routing pass estimated 4130 um of wire.
- The met1 track utilization from global routing is 15.3%.
- The number of antenna repair diodes is 0.
- The initial antenna violation count was 0.
- The layer flagged by global routing as most heavily used is met1.
- The placed wire-length estimate is approximately 1900 um.
- Across the run, the number of max-cap violations was 0.
- Of the cells placed in the final design, the portion with a size suffix greater than 1 is 30.8%.
- The count of buffering cells on the critical path with inverters included is 1.
- For this run, the slowest stage of the critical path takes 0.53 ns.
- After synthesis, the cell types taking the most area are dfstp_2 31%, dlxtn_1 13%, dfrtn_1 11%.
- For this design, the slowest cell found on the critical path is dfstp_2.
- The source of the worst register-to-register timing path is cnt[0]$_DFFE_NP0P_.
- The worst pin sits at a relative slew slack of 47.9%.
- In this run the horizontal extent of the chip is 75.8 um.
- In the synthesized netlist, the cells that appear most often are 19 x dfstp_2, 14 x dlxtn_1, 11 x xnor2_1.
- The placed instance area is 2020 sq um.
- The warning tally printed by Yosys for this design is 1.
- Measured along the y axis, the die boundary spans roughly 76 um.
- The endpoint identified for the worst register-to-register timing path is cnt[2]$_DFFE_NP0P_.
- The total chip power is 1.83 mW.
- The total congestion overflow after global routing is 0.
## registers in the layout, summed over array words and instances, names as in the netlist
signal and cells:
dout 1, rdata 8, done 1, sck 1, cur 3, treg 8, cnt 5, rreg 8
nbit 4, mid 4, ss 1
## per-layer routing
| metal | vias to the layer above | wire, um |
|---|---|---|
| met3 | 2 | 80 |
| met1 | 433 | 1210 |
| met5 | - | 0 |
| li1 | 507 | - |
| met2 | 20 | 1020 |
| met4 | 0 | 10 |
## worst max-delay path by stage
stage | from | to | slack, ns | cells after the start
final | sck$_DFFE_NP1P_ | sck | -0.40 | 1
after global routing | sck$_DFFE_NP1P_ | sck | -0.45 | 1
after CTS | sck$_DFFE_NP1P_ | sck | -0.42 | 1
## tightest hold or removal path: cells and delay by family (launching register included)
family	cells	cell delay, ns
buffers and inverters	2	0.39
DFF	1	0.36
## cell families (layout without fill, tap and decap cells)
group                      Yosys count  after routing  synth area share (%)
latches                             14             14                  12.9
DFF                                 30             30                  47.4
AOI/OAI and AO/OA                   10             10                  4.06
muxes                               16             16                  11.2
adders and majority gates            3              3                  2.30
and+or+nand+nor                     35             35                  11.3
buffers and inverters               12             47                  3.44
xor gates and xnor gates            14             14                  7.50
## layout make-up
type                       instances  area (sq um)
multi-input combinational         78           626
timing repair buffer              34           320
tap                               70          87.6
sequential                        44           985
clock buffer                       3          41.3
clock inverter                     3          11.3
fill                             475          3080
inverter                           7          26.3
## power by group
group | internal [mW] | switching (mW)
Clock | 0.163 | 0.0862
Sequential | 0.746 | 0.142
Combinational | 0.404 | 0.293
Total | 1.31 | 0.521
## layout by cell type, fill, tap and decap left out, types with 5 or more instances in the layout
master and instances:
mux2_2 8, xnor2_1 10, nand3_1 5, dfrtn_1 7, nand2_1 8, dfstp_2 19, clkdlybuf4s50_1 24, nor2_1 7
mux2i_1 7, o21ai_0 6, dlxtn_1 14, inv_1 8, buf_4 8
## timing repair
item | CTS | global route
buffers inserted | 2 | 0
pin swaps | 5 | 9
resized | 11 | 3
setup endpoints to repair | 9 | 6
hold buffers | 0 | 0
Power and IR drop assume default switching activity.
