$ cat flow/run.sh
#!/bin/bash
# OpenROAD 26Q1-2900-gdf79404cd8, Yosys 0.63+post, stock flow scripts
make -C /OpenROAD-flow-scripts/flow DESIGN_CONFIG=/design/flow/config.mk WORK_HOME=/design/flow/orfs finish
$ cat flow/constraint.sdc
current_design Demultiplexer_1_to_16_assign

set clk_period 1.0
set clk_io_pct 0.2

create_clock -name clk0 -period $clk_period

set non_clock_inputs [all_inputs -no_clocks]
set_input_delay [expr $clk_period * $clk_io_pct] -clock clk0 $non_clock_inputs
set_output_delay [expr $clk_period * $clk_io_pct] -clock clk0 [all_outputs]
$ cat flow/design.v
`timescale 1ns / 1ps
module Demultiplexer_1_to_16_assign(output [15:0] Y, input [3:0] A, input din);
assign Y[0] = din & (~A[0]) & (~A[1])&(~A[2]) & (~A[3]);
assign Y[1] = din & (~A[0]) & (~A[1])&(~A[2]) & (A[3]);
assign Y[2] = din & (~A[0]) & (~A[1])&(A[2]) & (~A[3]);
assign Y[3] = din & (~A[0]) & (~A[1])&(A[2]) & (A[3]);
assign Y[4] = din & (~A[0]) & (A[1])&(~A[2]) & (~A[3]);
assign Y[5] = din & (~A[0]) & (A[1])&(~A[2]) & (A[3]);
assign Y[6] = din & (~A[0]) & (A[1])&(A[2]) & (~A[3]);
assign Y[7] = din & (~A[0]) & (A[1])&(A[2]) & (A[3]);
assign Y[8] = din & (A[0]) & (~A[1])&(~A[2]) & (~A[3]);
assign Y[9] = din & (A[0]) & (~A[1])&(~A[2]) & (A[3]);
assign Y[10] = din & (A[0]) & (~A[1])&(A[2]) & (~A[3]);
assign Y[11] = din &(A[0]) & (~A[1])&(A[2]) & (A[3]);
assign Y[12] = din & (A[0]) & (A[1])&(~A[2]) & (~A[3]);
assign Y[13] = din & (A[0]) & (A[1])&(~A[2]) & (A[3]);
assign Y[14] = din & (A[0]) & (A[1])&(A[2]) & (~A[3]);
assign Y[15] = din & (A[0]) & (A[1])&(A[2]) & (A[3]);
endmodule
$ cat flow/config.mk
export PLATFORM = sky130hd
export DESIGN_NAME = Demultiplexer_1_to_16_assign
export DESIGN_NICKNAME = Demultiplexer_1_to_16_assign
export VERILOG_FILES = /design/flow/design.v
export SDC_FILE = /design/flow/constraint.sdc
export NUM_CORES = 4
export LEC_CHECK = 1
export CORE_AREA = 10 10 70 70
export DIE_AREA = 0 0 80 80
==> impl_metrics.ini <==
; synthesis and place-and-route metrics
[outcome]
violations = setup timing
status = finished, violations left

[timing]
setup_viol = 12
clock.fmax_mhz = 800.3
drv_slew = 0
period_minus_slack_ns = 1.249
setup_tns_ns = -1.462
period_used_pct = 124.9
fin_ws_ns = -0.2495
hold-worst-slack_ns = 0.7104
timing_hold_violations_final = 0
worst_pin_slew_ns = 0.1661
rsz0062_at_grt = yes
relSlewSlack_pct = 88.89

[placed_design]
hpwl_um = 766.1
post-place-ws_ns = -0.9025
postPlaceCellArea_um2 = 402.9
io_buffers = 21
place.gp.congestion = 0.7584

[grt]
grt_max_degree = 8
antenna_found_initial = 0
grt_first_pass_wirelength_mm = 1.442
grt_util_all_layers_pct = 2.771
grt_overflow = 0
first_global_vias = 280

[worst_hold_path]
hold_end = Y[0]
worstHoldStart = A[2]
hold_depth = 3
hold_class = input port to output pin

[pwr]
power_leakage_nw = 0.2502
p_int_mw = 0.08450
p_clk_share_pct = 0
p_sw_mw = 0.06129
power_density_mw_per_mm2 = 274.8
netSwitchingFraction_pct = 42.04
power.share.sequential_pct = 0
ir_worst_vdd_mv = 0.04447
combPwrFrac_pct = 100.0

[yosys]
postSynthSeqShare_pct = 0
syn_area_um2 = 120.1
yosys_cells = 23
syn_area_per_cell_um2 = 5.222
ys_area_um2 = 120.1
yosysUniqueCellTypes = 9
syn_inst = 23
yosysWarningCount = 0

[cells_and_area]
ff_count = 0
fin_area_um2 = 530.5
seq_area_um2 = 0
syn_to_final_growth_pct = 341.7
most-common-layout-cells = buf_2 (16), buf_4 (10), buf_6 (9), nor2_2 (6), nor2_1 (4)
clkbuf_count = 0
final_layout_size_suffix_gt1_share_pct = 88.33
layout.cells.most_common = buf_2
final_core_util_pct = 15.53

[die]
core_area_mm2 = 0.003416
die_height_um = 80
rows = 21
die_x_um = 80
initCoreUtil_pct = 3.516
chip_area_mm2 = 0.006400
io_pins = 21

[worst_setup_path]
worstSetupEndpointType = output pin
critical_path.max_fanout = 4
cp_slowest_cell = or3b_4
cp-startpoint = A[1]
slowest_delay_ns = 0.42
crit_chain = buf_8, or3b_4, buf_6, nor3_4, buf_2
cp_data_arrival_time_ns = 1.05
start_kind = input port
crit_type = input port to output pin
crit_required_ns = 0.80

[clock_tree]
hold_buffers = 0

[flow_run]
tool_warnings = 34
max-cap-violations = 0

[detailed_routing]
wire_per_inst_um = 9.887
ant_nets = 0
drc = 0
drt-initial-drc-count = 3
via_count = 290
diodes = 0
drt-pass1-iter-count = 2
routed_via_density = 2.736
drt-total-wl_mm = 1.048
## metal layers
layer  GRT usage [%]  routed length, um  part of all wire, %  vias up
li1                -                  -                    -      153
met1           3.164                399                   38      125
met2           5.136                520                   50       12
met3          0.9091                128                   12        0
met4               0                  0                    0        0
met5               0                  0                    0        -
## repair_timing
action,CTS,global route
gates resized,93,10
pin swaps,16,10
setup endpoints to repair,16,14
buffers inserted,12,3
## final cells by class
type / instances / area, um2
fill: 390 / 2885
multi-input combinational: 23 / 193.9
tap: 46 / 57.56
timing repair buffer: 37 / 279.0
## cell usage after synthesis (all sizes together)
cell / instances / area (um2)
nand2: 1 / 3.750
nand2b: 2 / 12.51
nand3: 1 / 5.000
nand3b: 2 / 15.01
nor2: 12 / 47.55
nor3: 4 / 25.02
or3b: 1 / 11.26
## metrics by stage
stage	std cells	total power [mW]
finish	106	0.1458
CTS	103	0.1254
detailed placement	92	0.08306
floorplan	23	0.02182
global placement	92	0.08220
global route	106	0.1560
## power groups by stage
stage	Combinational (mW)	Sequential, mW	Clock [mW]
final	0.146	0	0
after global routing	0.156	0	0
after CTS	0.125	0	0
## logic make-up (layout without fill, tap and decap cells)
| kind of cell | after synthesis | after routing | synth area share [%] |
|---|---|---|---|
| and+or+nand+nor | 23 | 23 | 99.99 |
| buffers and inverters | 0 | 37 | 0 |
## critical path: cells and delay by family
kind | cells | cell delay, ns
and+or+nand+nor | 2 | 0.50
buffers and inverters | 3 | 0.35
## worst max path at each step
stage | cells after the start | endpoint | slack, ns
after CTS | 5 | Y[0] | -0.24
after global routing | 5 | Y[0] | -0.30
final | 5 | Y[0] | -0.25
Power figures rest on the tool's default switching activity, not on a simulated workload.
