**./design.v**
```verilog
module spi_slave(rstb,ten,tdata,mlb,ss,sck,sdin, sdout,done,rdata);
  input rstb,ss,sck,sdin,ten,mlb;
  input [7:0] tdata;
  output sdout;            
  output reg done;
  output reg [7:0] rdata;
  reg [7:0] treg,rreg;
  reg [3:0] nb;
  wire sout;
  assign sout=mlb?treg[7]:treg[0];
  assign sdout=( (!ss)&&ten )?sout:1'bz;  
always @(posedge sck or negedge rstb)
  begin
    if (rstb==0)
		begin rreg = 8'h00;  rdata = 8'h00; done = 0; nb = 0; end    
	else if (!ss) begin 
			if(mlb==0)   
				begin rreg ={sdin,rreg[7:1]}; end
			else      
				begin rreg ={rreg[6:0],sdin}; end  
			nb=nb+1;
			if(nb!=8) done=0;
			else  begin rdata=rreg; done=1; nb=0; end  
		end	  
  end
always @(negedge sck or negedge rstb)
  begin
	if (rstb==0)
		begin treg = 8'hFF; end
	else begin
		if(!ss) begin			
			if(nb==0) treg=tdata;  
			else begin
			   if(mlb==0)   
					begin treg = {1'b1,treg[7:1]}; end
			   else      
					begin treg = {treg[6:0],1'b1}; end			
			end
		end  
	 end  
  end  
endmodule
```
**./run.sh**
```bash
#!/bin/bash
# OpenROAD 26Q1-2900-gdf79404cd8, Yosys 0.63+post, stock flow scripts
make -C /OpenROAD-flow-scripts/flow DESIGN_CONFIG=/design/flow/config.mk WORK_HOME=/design/flow/orfs finish
```
**./config.mk**
```make
export PLATFORM = sky130hd
export DESIGN_NAME = spi_slave
export DESIGN_NICKNAME = spi_slave
export VERILOG_FILES = /design/flow/design.v
export SDC_FILE = /design/flow/constraint.sdc
export NUM_CORES = 4
export LEC_CHECK = 1
export CORE_AREA = 10 10 110 110
export DIE_AREA = 0 0 120 120
```
**./constraint.sdc**
```tcl
current_design spi_slave

set clk_period 3.3
set clk_io_pct 0.2

create_clock -name clk0 -period $clk_period [get_ports {sck}]

set non_clock_inputs [all_inputs -no_clocks]
set_input_delay [expr $clk_period * $clk_io_pct] -clock clk0 $non_clock_inputs
set_output_delay [expr $clk_period * $clk_io_pct] -clock clk0 [all_outputs]
```
==> summary.txt <==
Crit path capture type: output pin
Tightest Pin Transition: 551 ps
Count of library flops with an enable pin: 0
CTS tree: done
Die area: 14400 sq um
Mapped Area: 1430 sq um
Final Cell Area: 2030 sq um
DR DRC count: 0
# rows: 36
Worst Setup SP: treg[0]
Tool Warnings: 37
Synth area leader: dfrtp_1
Setup repair bufs after CTS: 0
Clock-pin transition on the worst setup and hold timing paths: 70 ps
Post-route ant nets: 0
Logic cell area: 663 sq um
H-tree Lvls: 2
Critical path fanouts, max: 2
1st-iter DRT viols: 41
Pwr dens: 750 nW/um^2
1st-pass router iterations: 4
# Cells Yosys: 120
Critical path capture point: sdout
Reg2reg start: nb[1]
Gpl congestion: 0.753
Worst slew margin: 63.1%
Total gr overflow: 0
Vias: 1009
Critical path class: register to output pin
Share of layout cells above drive strength 1: 35.0%
Largest net degree at the start of global routing: 22
Async SR Flop Fraction: 100%
Vias per std cell: 3.44
Dominant flop cell: dfrtp_1
Arr. time, crit path: 2720 ps
IO buf count: 22
Final Hold Fails: 0
Max_cap viols: 0
Total CTS buffers: 5
WL final: 3150 microns
Critical Path RT: 2640 ps
Slew Limit Fails: 0
# hold bufs at CTS: 0
First-pass GRT wire length: 5330 microns
Worst flop-to-flop path endpoint: treg[2]
Area leader share: 36.7%
Die H: 120 microns
Failing checks: setup timing
Reg area: 736 sq um
DP HPWL: 2180 microns
RSZ-0062 raised after global routing: true
Final Setup Violations: 1
Vias in the first global route: 1022
Top-count cell post-synth: mux2_2
Hold slack final: 482 ps
Top post-synthesis cells by count: 26 x mux2_2, 21 x dfrtp_1, 9 x nand2_1, 9 x nor2_1
Floorplan Utilization: 14.7%
Synth Seq Share: 51.4%
Max Buffers Root-to-Sink: 2
Wire per inst: 10.8 microns
Area post-placement: 1890 sq um
Post-Syn Instances: 120
Reg2Reg Depth: 5
IO Count: 24
Critical path launch point type: register
Synth cell types: 25
Inserted Diodes: 0
Peak VDD IR: 0.000206 V
Core area: 9770 sq um
Biggest area cells: dfrtp_1 37%, mux2_2 20%, dfstp_2 15%
Die width: 120 microns
Worst Clk Skew: 66.8 ps
Antenna violations before repair: 0
Total GRT Usage: 4.46%
Ys Warns: 2
Post-synth regs: 29
Final WS setup: -76.4 ps
Synthesized area per cell: 11.9 sq um
# fillers: 1050
Leak: 0.000840 uW
Run status: complete, but fails checks
P&R area growth vs syn: 41.9%
Yosys stat area: 1430 sq um
HP Class: register to register
Root buf cell: clkbuf_8
Reg2reg setup slack: 150 ps
Clk Latency, worst-skew pair: 340 ps
Clock sink count: 29
[timing repair]
action,in CTS,in global routing
pin swaps,0,0
resized,4,1
endpoints found under the setup margin,1,1
endpoints found under the hold margin,0,0
[registers in the layout (all words and copies together) (netlist names)]
register	count
rdata	8
nb	4
done	1
treg	8
rreg	8
[worst max-delay path, cell delays in order (launching register included)]
cell     delay, ps
dfstp_2        520
mux2_4         140
buf_6           70
[where the power goes]
part	leakage, uW	internal [uW]	switching [uW]
clock	0.0000982	226	166
sequential	0.000344	529	103
combinational	0.000398	322	179
total	0.000840	1080	448
[layout by cell type, fill, tap and decap left out]
master / netlist / layout
nor3_1: 1 / 1
a211oi_1: 6 / 6
dfrtp_1: 21 / 21
a22oi_1: 1 / 1
ha_1: 2 / 2
nor3b_1: 1 / 1
dfstp_2: 8 / 8
clkinvlp_2: 0 / 1
buf_6: 0 / 1
o41ai_1: 1 / 1
nand2b_1: 2 / 2
nand3b_1: 1 / 1
buf_4: 0 / 7
buf_12: 0 / 2
nor3b_2: 1 / 1
nor2_1: 9 / 9
xnor2_1: 1 / 1
clkbuf_16: 0 / 1
nand2_1: 9 / 9
inv_1: 4 / 11
xor2_1: 1 / 1
a211oi_4: 1 / 1
a21bo_2: 1 / 1
clkbuf_8: 0 / 6
mux2_2: 26 / 25
nor2b_1: 7 / 7
clkdlybuf4s50_1: 0 / 21
mux2_4: 0 / 1
a21o_1: 1 / 1
o31ai_1: 8 / 8
or3b_2: 1 / 1
[routing by layer]
layer | vias up | share of wire (%) | global-route usage [%]
met4 | 0 | 1.6 | 0.754
met2 | 19 | 42 | 6.40
met3 | 7 | 7.6 | 2.05
met1 | 484 | 48 | 6.15
met5 | - | 0 | 0
li1 | 499 | - | -
[area by class of cell]
class	count	area share [%]
sequential	29	36.2
clock buffer	7	5.29
timing repair buffer	31	15.4
multi-input combinational	81	32.6
inverter	3	0.554
tap	133	8.18
clock inverter	9	1.72
[cells by family (layout without fill, tap and decap cells)]
kind of cell,after synthesis,after routing,share of synthesized area (%)
adders and majority gates,2,2,1.75
AOI/OAI and AO/OA,19,19,11.1
DFF,29,29,51.4
xor gates and xnor gates,2,2,1.22
muxes,26,26,20.4
and+or+nand+nor,32,32,11.5
buffers and inverters,10,50,2.62
[worst min path at each step]
| stage | startpoint | to | depth (start not counted) |
|---|---|---|---|
| 5_1_grt | done | done | 1 |
| 4_1_cts | treg[2] | treg[2] | 2 |
| 6_report | done | done | 1 |
[per-stage QoR]
stage               total power, uW  TNS, ps  instances  utilization [%]  setup WS [ps]
finish                         1520    -76.4        293             20.8          -76.4
global route                   1650     -121        293             20.8           -121
CTS                            1550    -82.6        293             20.7          -82.6
detailed placement             1160     -886        278             19.3           -135
global placement               1150     -879        278             19.3           -130
floorplan                       934        0        120                -            167
No activity file was given, so power comes from the tool's default toggle rates.
